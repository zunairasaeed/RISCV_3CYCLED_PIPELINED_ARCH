## run.sh

```bash
#!/bin/bash
# OpenROAD 26Q1-2900-gdf79404cd8, Yosys 0.63+post, stock flow scripts
make -C /OpenROAD-flow-scripts/flow DESIGN_CONFIG=/design/flow/config.mk WORK_HOME=/design/flow/orfs finish
```

## config.mk

```make
export PLATFORM = sky130hd
export DESIGN_NAME = reg_file
export DESIGN_NICKNAME = reg_file
export VERILOG_FILES = /design/flow/design.v
export SDC_FILE = /design/flow/constraint.sdc
export NUM_CORES = 4
export LEC_CHECK = 1
export CORE_UTILIZATION = 30
```

## constraint.sdc

```tcl
current_design reg_file

set clk_period 5.9
set clk_io_pct 0.2

create_clock -name clk0 -period $clk_period [get_ports {clk}]

set non_clock_inputs [all_inputs -no_clocks]
set_input_delay [expr $clk_period * $clk_io_pct] -clock clk0 $non_clock_inputs
set_output_delay [expr $clk_period * $clk_io_pct] -clock clk0 [all_outputs]
```

## design.v

```verilog
module reg_file (
    input logic clk,
    input logic rf_en,           
    input logic [4:0] rs1,      
    input logic [4:0] rs2,        
    input logic [4:0] rd,          
    input logic [31:0] wdata,     
    output logic [31:0] rdata1,  
    output logic [31:0] rdata2    
);
    logic  [31:0] reg_mem [32];
    always_comb
    begin
        rdata1 = (rs1 == 5'b0) ? 32'b0 : reg_mem[rs1];
        rdata2 = (rs2 == 5'b0) ? 32'b0 : reg_mem[rs2];    
    end
    always_ff @(posedge clk)
    begin
        if (rf_en && rd != 0) 
        begin
            reg_mem[rd] <= wdata;
        end
    end
endmodule
```

==> results.py <==
# Synthesis and PnR figures
metrics = {
    "status": {
        "status": "complete, no violations",
    },
    "power_and_ir_drop": {
        "p_per_area_mw_per_mm2": 287,
        "ir_worst_vdd_uv": 241,
        "p_leak_nw": 17.9,
    },
    "synth": {
        "ys_async_sr_fraction_pct": 0,
        "synth_warnings": 1,
        "syn_area_sq_mm": 0.0479,
        "yosysUniqueCellTypes": 39,
        "post_synth_xor_area_fraction_pct": 0,
        "synth_cells": 2564,
        "ys_cells": 2564,
        "ys_ff": 1024,
        "top_logic_kind": "multiplexers",
        "ys.flop_type": "edfxtp_1",
        "mux_share_pct": 25.0,
        "yosys.area_share.aoi_pct": 6.15,
        "simple_gate_share_pct": 2.18,
        "synth_adder_area_share_pct": 0,
        "syn_avg_cell_area_sq_um": 18.7,
        "synth_seq_share_pct": 64.2,
        "ys_area_sq_mm": 0.0479,
        "synth-edff-count": 1024,
    },
    "floorplan": {
        "fp_util_pct": 30.2,
        "die_h_microns": 402,
        "chip_area_sq_mm": 0.161,
        "io_pins": 113,
        "core_area_sq_mm": 0.158,
        "fp-row-count": 146,
        "die_w_microns": 402,
    },
    "finish": {
        "finish.utilization_pct": 35.2,
        "logic_area_sq_mm": 0.0164,
        "final_cell_mix": "edfxtp_1 (1024), mux2i_1 (320), mux4_2 (316)",
        "regArea_sq_mm": 0.0307,
        "lay_top_count": "edfxtp_1",
        "fillers": 14440,
        "syn2layout_area_growth_pct": 16.2,
        "largest_register_ffs": 1024,
        "regMostFlops": "reg_mem",
        "drive_gt1_share_pct": 27.8,
        "reg_top3": "reg_mem: 1024 flops",
        "fin_cells": 4936,
    },
    "route": {
        "drc": 0,
        "vias": 28024,
        "first_pass_iters": 5,
        "detail-route-antenna-nets": 0,
        "drt_first_iter_violations": 1747,
        "via_per_inst": 5.68,
        "routed_wl_mm": 155,
        "wire_per_inst_microns": 31.5,
    },
    "global_routing": {
        "overflow": 0,
        "met1_usage_pct": 21.8,
        "grt_max_degree": 75,
        "use_met3_pct": 17.5,
        "grt_pass1_vias": 31001,
        "antenna_found_initial": 3,
        "grt_pass1_wl_mm": 221,
        "gr-usage-met2_pct": 30.5,
        "grt_busiest_layer": "met2",
        "grt_use_total_pct": 20.6,
    },
    "placement": {
        "dpl.hpwl_mm": 91.1,
        "post-place-cells": 4749,
        "gp_congestion": 0.907,
        "io_buffers": 112,
    },
    "timing": {
        "period_minus_slack_ns": 5.49,
        "tightest_slew_ns": 0.957,
        "drv_slew": 0,
        "final-setup-viol-count": 0,
        "setup_tns_ns": 0,
        "finalHoldViolCount": 0,
        "rsz0062_at_grt": "false",
        "max_clock_freq_ghz": 0.182,
        "relSlewSlack_pct": 36.0,
        "finalClockPeriodUsage_pct": 93.1,
    },
    "clock_network": {
        "cts_root_buf": "clkbuf_16",
        "numCtsBuffers": 100,
        "post_cts_resized": 0,
        "cts_buffer_depth": 3,
        "cts_tree": "built",
        "htree_levels": 3,
        "cts.sinks": 1024,
        "postCtsSetupBuffers": 0,
        "ctsHoldBuffers": 0,
        "clkSlewWorstSetupHoldPaths_ns": 0.06,
    },
    "setup_path": {
        "cp.arrival_ns": 4.31,
        "cp-end-kind": "output pin",
        "required_ns": 4.72,
        "start_kind": "primary input",
        "crit_fanout": 23,
        "crit_type": "primary input to output pin",
    },
    "job": {
        "max_cap_violations": 0,
        "warning_count": 26,
    },
    "worst_hold_path": {
        "hp-class": "primary input to flip-flop",
    },
}
## logic make-up after synthesis
logic type	count (synthesis)
AND-OR/OR-AND	374
buffers and inverters	217
flip-flops	1024
multiplexers	736
other	1
AND/OR/NAND/NOR	212
## layer usage
metal / wire length [microns] / part of all wire [%] / vias up
met3: 29600 / 19 / 315
met2: 71600 / 46 / 2213
met1: 48600 / 31 / 14043
met5: 229 / 0.15 / -
li1: - / - / 11443
met4: 5450 / 3.5 / 10
## path summary, 6_finish.rpt
kind	depth (start not counted)	end	slack [ns]	startpoint
hold / removal	2	reg_mem[8][21]$_DFFE_PP_	1.29	wdata[21]
setup / recovery	7	rdata1[12]	0.41	rs1[3]
## through the flow
stage          hold slack, ns  cell area, sq um  power (W)  worst slack (ns)
3_3_place_gp             2.00             52500    0.00983             0.535
4_1_cts                  1.25             55700     0.0161             0.496
6_report                 1.29             55700     0.0160             0.408
5_1_grt                  1.30             55700     0.0164             0.308
2_1_floorplan            1.28             48000    0.00912              2.13
3_5_place_dp             2.01             52500    0.00983             0.523
## power breakdown
group	internal (W)	switching (W)	leakage, nW
Sequential	0.00811	0.0000432	9.25
Combinational	0.000658	0.000867	7.10
Clock	0.00351	0.00278	1.52
Total	0.0123	0.00369	17.9
## final cells by class
cell class | count | area share [%]
Timing Repair Buffer | 297 | 4.94
Tap cell | 2072 | 4.66
Sequential cell | 1024 | 55.2
Clock buffer | 130 | 4.81
Inverter | 2 | 0.0180
Multi-Input combinational cell | 1354 | 29.5
Clock inverter | 56 | 0.879
Antenna cell | 1 | 0.00449
## worst max-delay path: stages
cell             delay [ns]
buf_2                  0.47
or2_2                  0.23
buf_4                  0.50
buf_4                  0.39
a211oi_1               0.10
a311oi_1               0.76
clkdlybuf4s50_1        0.61
## synthesized netlist by cell type (all sizes together), types with 2 or more instances
cell type | instances | area, sq um
a211oi | 64 | 536
a21oi | 32 | 160
a221oi | 54 | 573
a22oi | 64 | 480
a311oi | 32 | 280
and2 | 2 | 12.5
buf | 115 | 783
clkbuf | 100 | 380
edfxtp | 1024 | 30700
inv | 2 | 7.51
mux2 | 64 | 721
mux2i | 320 | 3200
mux4 | 352 | 8060
nand2 | 85 | 319
nand3 | 2 | 10.0
nand3b | 6 | 45.0
nand4 | 32 | 200
nor2 | 37 | 141
nor2b | 37 | 231
o2111ai | 10 | 87.6
o21ai | 54 | 270
o221ai | 64 | 561
or3 | 2 | 12.5
or3b | 5 | 43.8
No activity file was given, so power comes from the tool's default toggle rates.
