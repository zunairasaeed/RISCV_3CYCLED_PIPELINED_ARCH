--- design.v ---
module csr_regfile (
    input  logic        clk,
    input  logic        rst_n,
    input  logic        csr_wr_req,
    input  logic        csr_rd_req,
    input  logic        is_mret,
    input  logic [11:0] csr_addr,
    input  logic [31:0] csr_wdata,
    input  logic [31:0] pc_in,
    input  logic        interrupt,
    input  logic [31:0] intr_cause,
    output logic [31:0] csr_rdata,
    output logic [31:0] mepc_out,
    output logic [31:0] mtvec_out,
    output logic        epc_taken
);
    logic [31:0] csr_mstatus, csr_mie, csr_mip, csr_mtvec, csr_mepc, csr_mcause;
    assign mepc_out = csr_mepc;
    assign mtvec_out = csr_mtvec;
    assign epc_taken = is_mret || (interrupt && csr_mstatus[3] && csr_mie[0]);
    always_comb begin
        csr_rdata = 32'b0;
        if (csr_rd_req) begin
            case(csr_addr)
                12'h300: csr_rdata = csr_mstatus;
                12'h304: csr_rdata = csr_mie;
                12'h344: csr_rdata = csr_mip;
                12'h305: csr_rdata = csr_mtvec;
                12'h341: csr_rdata = csr_mepc;
                12'h342: csr_rdata = csr_mcause;
                default: csr_rdata = 32'b0;
            endcase
        end
    end
    always_ff @(posedge clk or negedge rst_n) begin
        if (!rst_n) begin
            csr_mstatus <= 32'b0;
            csr_mie     <= 32'b0;
            csr_mip     <= 32'b0;
            csr_mtvec   <= 32'h00000080;
            csr_mepc    <= 32'b0;
            csr_mcause  <= 32'b0;
        end else begin
            if (is_mret) begin
            end
            else if (interrupt && csr_mstatus[3] && csr_mie[0]) begin
                csr_mepc   <= pc_in;
                csr_mcause <= intr_cause;
            end
            else if (csr_wr_req) begin
                case(csr_addr)
                    12'h300: csr_mstatus <= csr_wdata;
                    12'h304: csr_mie     <= csr_wdata;
                    12'h344: csr_mip     <= csr_wdata;
                    12'h305: csr_mtvec   <= csr_wdata;
                    12'h341: csr_mepc    <= csr_wdata;
                    12'h342: csr_mcause  <= csr_wdata;
                endcase
            end
        end
    end
endmodule
--- run.sh ---
#!/bin/bash
# OpenROAD 26Q1-2900-gdf79404cd8, Yosys 0.63+post, stock flow scripts
make -C /OpenROAD-flow-scripts/flow DESIGN_CONFIG=/design/flow/config.mk WORK_HOME=/design/flow/orfs finish
--- config.mk ---
export PLATFORM = sky130hd
export DESIGN_NAME = csr_regfile
export DESIGN_NICKNAME = csr_regfile
export VERILOG_FILES = /design/flow/design.v
export SDC_FILE = /design/flow/constraint.sdc
export NUM_CORES = 4
export LEC_CHECK = 1
export CORE_UTILIZATION = 40
--- constraint.sdc ---
current_design csr_regfile

set clk_period 8.9
set clk_io_pct 0.2

create_clock -name clk0 -period $clk_period [get_ports {clk}]

set non_clock_inputs [all_inputs -no_clocks]
set_input_delay [expr $clk_period * $clk_io_pct] -clock clk0 $non_clock_inputs
set_output_delay [expr $clk_period * $clk_io_pct] -clock clk0 [all_outputs]
==> run_results.csv <==
group,metric,value,unit
setup_path,reg2reg_setup_slack,6.14,ns
clock_network,htreeDepth,4,
setup_path,cp-start-kind,"input pin",
synthesis,yosys.area_share.adder,0,%
synthesis,async_flop_share,100.0,%
die,core-area,0.02278,mm2
grt,met3_usage,5.475,%
synthesis,synth_xor_xnor_area_share,0,%
synthesis,yosysUniqueCellTypes,32,
flow_run,warning_count,25,
final_timing,setup_ws,2.357,ns
final_timing,finClkSkew,0.005238,ns
detailed_routing,wl_per_cell,22.40,um
clock_network,clk_pin_slew,0.07,ns
detailed_routing,drc,0,
setup_path,end_kind,"output pin",
setup_path,path_class,"in2out",
synthesis,ys_sh_mux,27.70,%
synthesis,netlist_instances,704,
grt,met2_usage,38.76,%
synthesis,yosys.stat.seqShare,51.30,%
clock_network,clk_latency,0.42,ns
detailed_routing,drt-pass1-iter-count,5,
grt,track_usage,24.28,%
synthesis,edf_count,0,
clock_network,cts_resized,0,
synthesis,area_leaders,"dfrtp_1 51%, mux2_2 19%, a22oi_1 5.0%",
synthesis,compound_area_share,13.73,%
die,die-area,0.02404,mm2
synthesis,synth_stat.cells,704,
synthesis,top_cell_area_share,51.02,%
power,ir_worst_vdd,112.4,uV
final_timing,grt_setup_unrepaired,"false",
setup_path,worstPathArrival,4.76,ns
synthesis,syn-mean-instance-area,13.31,um2
synthesis,topCombFamilyByArea,"multiplexers",
detailed_routing,vias,6807,
die,num_rows,55,
synthesis,yosys_warnings,1,
synthesis,simple_gate_share,4.448,%
cells_and_area,fin_area,0.01247,mm2
synthesis,ff_type,"dfrtp_1",
synthesis,ys.flops,192,
power,p_leak,5.400,nW
detailed_routing,drt_iter0_markers,343,
final_timing,hold_viol_final,0,
final_timing,max_slew_margin,37.70,%
final_timing,tns,0,ns
grt,grt_max_degree,87,
die,io_pins,211,
power,finalPower,1.832,mW
worst_hold_path,hold_path.class,"reg2reg",
clock_network,root_buffer,"clkbuf_16",
grt,antenna_found_initial,1,
clock_network,cts_tree,"done",
cells_and_area,drive_above_1_share,32.48,%
detailed_routing,ant_nets,0,
clock_network,postCtsSetupRepairBufs,0,
final_timing,fin_crit,6.543,ns
final_timing,setup_viol,0,
status,status,"finished, final reports clean",
grt,overflow,0,
cells_and_area,most-common-layout-cells,"207 x clkdlybuf4s50_1, 191 x dfrtp_1, 162 x mux2_2, 63 x a22oi_1",
die,fp-utilization,41.13,%
detailed_routing,via_per_inst,5.602,
power,power_density,147.0,mW/mm2
grt,grt_pass1_wl,42620,um
grt,grtUsageMet1,36.63,%
final_timing,clock.fmax,152.8,MHz
clock_network,clock_path_buffers,2,
synthesis,syn_area,0.009368,mm2
cells_and_area,synthToLayoutAreaGrowth,33.10,%
setup_path,cp_max_fo,39,
place,io_buffers,210,
flow_run,cap_violations,0,
place,dpl_cell_area,0.01182,mm2
cells_and_area,layout_top_cell,"clkdlybuf4s50_1",
place,dp_hpwl,16450,um
final_timing,worstMarginPinSlew,0.9220,ns
setup_path,cp.required,7.12,ns
die,die_w,155.0,um
synthesis,ys_chip_area,0.009368,mm2
clock_network,cts.sink_count,192,
synthesis,synth_area_leader_cell,"dfrtp_1",
detailed_routing,wl,27220,um
final_timing,timing.final.crit_share,73.52,%
place,gp_congestion,0.8612,
place,preCtsSetupSlack,2.359,ns
die,dieHeight,155.0,um
final_timing,drv_slew,0,
grt,grt_pass1_vias,7212,
clock_network,cts_inserted_buffers,17,
grt,top_usage_layer,"met2",
clock_network,postCtsHoldBufs,0,
detailed_routing,antenna_cells,0,
cell usage after synthesis (3+ instances only):
| master | number |
|---|---|
| a22oi_1 | 63 |
| buf_2 | 7 |
| buf_6 | 3 |
| clkbuf_1 | 51 |
| dfrtp_1 | 191 |
| mux2_2 | 162 |
| mux2_4 | 30 |
| mux2i_1 | 32 |
| nand3_1 | 4 |
| nand3b_1 | 4 |
| nor3_1 | 4 |
| nor4_1 | 3 |
| o21ai_0 | 32 |
| o221a_2 | 32 |
| o22a_1 | 31 |
| or3_1 | 33 |
per-stage QoR:
stage	cells	hold WS [ns]	util, %
5_1_grt	1215	0.5177	54.74
3_3_place_gp	1184	0.4886	51.88
2_1_floorplan	704	0.4786	-
3_5_place_dp	1184	0.4945	51.88
4_1_cts	1215	0.5103	54.74
6_report	1215	0.5048	54.74
worst paths after layout:
path | endpoint | from | cells past startpoint
worst max-delay path | csr_rdata[20] | csr_addr[2] | 8
worst min-delay path | csr_mie[3]$_DFFE_PN0P_ | csr_mie[3]$_DFFE_PN0P_ | 1
worst max register to register | csr_mtvec[31]$_DFFE_PN0P_ | csr_mie[0]$_DFFE_PN0P_ | 5
worst min register to register | csr_mie[3]$_DFFE_PN0P_ | csr_mie[3]$_DFFE_PN0P_ | 1
max in group asynchronous | csr_mstatus[24]$_DFFE_PN0P_ | rst_n | 2
min in group asynchronous | csr_mepc[4]$_DFFE_PN0P_ | rst_n | 1
power by group:
| part | total [mW] | switching [mW] | internal, mW |
|---|---|---|---|
| Combinational | 0.119 | 0.0592 | 0.0602 |
| Sequential | 0.876 | 0.00139 | 0.874 |
| Clock | 0.837 | 0.329 | 0.508 |
state kept, by name, summed over array words and instances (netlist names):
register     flops
csr_mcause      32
csr_mepc        32
csr_mie         32
csr_mip         32
csr_mstatus     32
csr_mtvec       32
routing by layer:
metal  vias to the layer above  wire length, um
met4                         0              193
met5                         -                0
met1                      3490            12150
li1                       3085                -
met2                       222            13090
met3                        10             1787
cells by family after synthesis:
logic type,after synthesis
multiplexers,224
AND-OR/OR-AND,161
flip-flops,192
AND/OR/NAND/NOR,65
buffers and inverters,62
cell type report:
type | count | area [um2]
timing repair buffer | 229 | 2238
clock inverter | 12 | 207.7
fill | 1809 | 10310
multi-input combinational | 450 | 4382
sequential | 192 | 4806
tap | 313 | 391.6
clock buffer | 19 | 442.9
critical path: stages:
cell	delay, ns
buf_2	0.09
buf_4	0.61
nor2b_4	0.65
buf_4	0.41
a22oi_1	0.16
o22a_1	0.25
o21ai_0	0.26
clkdlybuf4s50_1	0.52
Power and IR drop assume default switching activity.
